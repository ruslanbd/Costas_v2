[flow/run.sh]
#!/bin/bash
# OpenROAD 26Q1-2900-gdf79404cd8, Yosys 0.63+post, stock flow scripts
make -C /OpenROAD-flow-scripts/flow DESIGN_CONFIG=/design/flow/config.mk WORK_HOME=/design/flow/orfs finish
[flow/constraint.sdc]
current_design counter1000

set clk_period 1.8
set clk_io_pct 0.2

create_clock -name clk0 -period $clk_period [get_ports {clock}]

set non_clock_inputs [all_inputs -no_clocks]
set_input_delay [expr $clk_period * $clk_io_pct] -clock clk0 $non_clock_inputs
set_output_delay [expr $clk_period * $clk_io_pct] -clock clk0 [all_outputs]
[flow/design.v]
module counter1000(
input clock,
output wire clock1000
);
    reg [9:0]count = 10'd0;
    reg clkstate = 0;
    always @(posedge clock) begin
        case(count)
            10'd1000:  begin
                        count <= 10'd0;
                        clkstate <= 1'b1;
                    end
            10'd0:  begin
                        count <= 10'd1;
                        clkstate <= 1'd0;
                   end
            default: begin 
                        count <= count + 1'd1;
                    end
        endcase
    end
    assign clock1000 = clkstate;
endmodule
[flow/config.mk]
export PLATFORM = sky130hd
export DESIGN_NAME = counter1000
export DESIGN_NICKNAME = counter1000
export VERILOG_FILES = /design/flow/design.v
export SDC_FILE = /design/flow/constraint.sdc
export NUM_CORES = 4
export LEC_CHECK = 1
export CORE_AREA = 10 10 70 70
export DIE_AREA = 0 0 80 80
==> CHANGELOG.md <==
### Metrics

* Largest net degree at the start of global routing at 10
* Sw frac at 18.8%
* Switching power at 0.0766 mW
* Row count at 21
* Worst Skew at 0.00606 ns
* Core area at 3420 um2
* Fillers at 384
* Initial antenna violation count at 0
* Final wirelength at roughly 750 um
* Die Wd at 80 um
* DP HPWL at roughly 570 um
* Worst Setup End Kind: flip-flop
* Yosys cell count at 55
* # diodes at 0
* Top-level I/O count at 2
* Vias in the first global route at 323
* WP data arrival at between 1 and 1.5 ns
* Log Warnings at 26
* First-pass iteration count of the detailed router at 4
* DRC at 0
* Post-route cell area at 584 um2
* Max stage delay cell, worst path: nor4_1
* Internal power at 0.332 mW
* P&R area growth vs syn at 19.1%
* WL per Instance at a little over 7 um
* Late-Pin Clk Latency at 0.27 ns
* Top cell excl fill/tap: nor2_1
* Leakage power at 0.170 nW
* Total track usage at 2.70%
* Worst Path Buf+Inv at 0
* Cell Area, Placed at 558 um2
* Slew Limit Fails at 0
* Cells along the critical path: nor4_1, nand2_1, a21oi_4
* Level count of the clock H-tree at 1
* First-pass GRT wire length at 1.43 mm
* Die H at 80 um
* Most frequent cells in the layout: nor2_1 (12), dfxtp_1 (10), nand2_1 (8)
* DR vias at 359
* Post-CTS sizing at 0
* Final non-filler cell total at 106
* Syn Inst Count at 55
* Cts-stage hold buffer count at 0
* Gpl congestion at a little over 0.8
* Levels on crit path at 3
* Status: finished, final reports clean
* Netlist Area Pre-Place at slightly below 500 um2
* Via/cell ratio at 3.39
* Yosys top cell by area: dfxtp_1
* Top delay family on crit path: simple AND/OR/NAND/NOR gates
* CTS sink count at 11
* Final min period at 1.52 ns
* CP Max Fanout at 9
* CP startpoint kind: flip-flop
* FP Util at 14.4%
* Buffer levels on the longest clock path at 2
* Finish-stage setup viols at 0
* Crit share post-route at 84.4%
* Worst hold stages at 1
* Sequential share of power at 60.3%
* Root buffer cell: clkbuf_4
* CTS Buf Count at 3
* Starting DRC count in detailed routing at 11
* Slew HR at 70.9%
* WS Path Type: reg2reg
* Min-Delay Path Class: reg2reg
* Power Density at 699 nW/um2
* Dpl cells at roughly 100
* Chip area at 6400 um2
* Clk slew on worst S/H paths at 0.07 ns
* IO buf count at 1
* Total gr overflow at 0
* Ys Warns at 1
* Worst Reg-to-Reg Cells at 3
* Top cell area share at roughly 40%
* Peak Freq at 658 MHz
* CTS tree: done
* Maximum VDD drop at 0.000204 V
* Comb power frac at 0%
* Synth Register Bits at 11
* Clk pwr share at 39.7%
* Post-synth area hogs: dfxtp_1 (41%), xnor2_1 (13%), nor2_1 (9.2%)
* Max stage delay on crit path at about 0.44 ns
* Critical path required time at 1.75 ns
* Post-CTS Setup Bufs at 0
* Share of cells above drive strength 1 at 8.33%
* Post-Route Setup TNS at 0 ns
* Yosys chip area at between 400 and 500 um2
* Final hold violations at 0
* Worst slew pin tran at about 0.43 ns
* Cell Type Count at 16
* Seq share, synth at 46.9%
* Routed Antenna Nets at 0
* Unrepaired setup endpoints after global routing: no
* # Max-Cap Violations at 0
* Synth Area per Inst at 8.92 um2
-- final cells by class --
cell class	count	area (um2)	area share (%)
Timing Repair Buffer	1	10.0	1.71
Multi-Input combinational cell	42	253	43.3
Tap cell	46	57.6	9.85
Sequential cell	11	230	39.4
Inverter	2	7.51	1.28
Clock buffer	4	26.3	4.50
-- power groups by stage --
| stage | Combinational (mW) | Clock (mW) | Sequential, mW |
|---|---|---|---|
| after CTS | 0.0000000630 | 0.170 | 0.246 |
| after global routing | 0.0000000630 | 0.185 | 0.246 |
| final | 0.0000000630 | 0.162 | 0.246 |
-- layer usage --
layer	track usage (%)	wire, um
met1	3.46	353
met2	3.77	300
met3	1.82	85
met4	0.352	8
met5	0	0
-- path summary, 6_finish.rpt --
check	start	end	slack [ns]
setup reg to reg	count[7]	clkstate	0.28
hold reg to reg	count[4]	count[4]	0.49
hold / removal	count[4]	count[4]	0.49
setup / recovery	count[7]	clkstate	0.28
-- per-stage QoR --
| stage | total power, mW | utilization (%) | setup WS [ns] | hold slack, ns |
|---|---|---|---|---|
| 2_1_floorplan | 0.252 | - | 0.404 | 0.455 |
| 3_3_place_gp | 0.252 | 16.3 | 0.315 | 0.475 |
| 3_5_place_dp | 0.252 | 16.3 | 0.306 | 0.480 |
| 4_1_cts | 0.417 | 17.1 | 0.304 | 0.494 |
| 5_1_grt | 0.432 | 17.1 | 0.161 | 0.537 |
| 6_report | 0.409 | 17.1 | 0.281 | 0.495 |
-- synth_stat cells --
| cell | count |
|---|---|
| xor2_1 | 1 |
| nand4_1 | 1 |
| or3_4 | 1 |
| ha_1 | 2 |
| inv_1 | 2 |
| nor2b_1 | 1 |
| nand2_1 | 8 |
| o21ai_0 | 1 |
| nor3_1 | 2 |
| nand3_1 | 3 |
| nor4_1 | 2 |
| a21oi_4 | 1 |
| xnor2_1 | 7 |
| dfxtp_1 | 10 |
| nor2_1 | 12 |
| edfxtp_1 | 1 |
-- cells by family (layout without fill, tap and decap cells) --
kind of cell	Yosys count	count (layout)	share of synthesized area (%)
buffers and inverters	2	7	1.53
adders and majority gates	2	2	5.10
DFF	11	11	46.9
AOI/OAI and AO/OA	2	2	4.34
xor gates and xnor gates	8	8	14.3
and+or+nand+nor	30	30	27.8
-- registers in the layout, indices dropped and copies added (netlist names) --
name / count
clkstate: 1
count: 10
No activity file was given, so power comes from the tool's default toggle rates.
