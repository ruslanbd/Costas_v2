## flow/config.mk

```make
export PLATFORM = sky130hd
export DESIGN_NAME = counter600
export DESIGN_NICKNAME = counter600
export VERILOG_FILES = /design/flow/design.v
export SDC_FILE = /design/flow/constraint.sdc
export NUM_CORES = 4
export LEC_CHECK = 1
export CORE_AREA = 10 10 70 70
export DIE_AREA = 0 0 80 80
```

## flow/constraint.sdc

```tcl
current_design counter600

set clk_period 2.9
set clk_io_pct 0.2

create_clock -name clk0 -period $clk_period [get_ports {clock}]

set non_clock_inputs [all_inputs -no_clocks]
set_input_delay [expr $clk_period * $clk_io_pct] -clock clk0 $non_clock_inputs
set_output_delay [expr $clk_period * $clk_io_pct] -clock clk0 [all_outputs]
```

## flow/design.v

```verilog
module counter600(
input clock,
output wire clock600
);
    reg [9:0]count = 10'd0;
    reg clkstate = 0;
    always @(posedge clock) begin
        case(count)
            10'd599:  begin
                        count <= 10'd0;
                        clkstate <= 1'b1;
                    end
            10'd0:  begin
                        count <= 10'd1;
                        clkstate <= 1'd0;
                   end
            default: begin 
                        count <= count + 1'd1;
                    end
        endcase
    end
    assign clock600 = clkstate;
endmodule
```

## flow/run.sh

```bash
#!/bin/bash
# OpenROAD 26Q1-2900-gdf79404cd8, Yosys 0.63+post, stock flow scripts
make -C /OpenROAD-flow-scripts/flow DESIGN_CONFIG=/design/flow/config.mk WORK_HOME=/design/flow/orfs finish
```

==> impl_metrics.py <==
# Generated from Yosys and OpenROAD reports
metrics = {
    "cts": {
        "clk_pin_slew_ns": 0.07,
        "cts_buffer_depth": 2,
        "hold_buffers": 0,
        "postCtsSetupBuffers": 0,
        "insertion_delay_ns": 0.26,
        "h-tree-depth": 1,
        "post_cts_resized": 0,
        "cts_root_buffer": "clkbuf_4",
        "cts_inserted_buffers": 3,
        "clock_sinks": 11,
        "cts_tree": "built",
    },
    "setup_path": {
        "r2r_start": "count[1]",
        "cpPeakStageDelay_ns": 0.45,
        "required_ns": 2.32,
        "start_kind": "register",
        "worstSetupPathType": "reg -> out",
        "arrival_ns": 1.04,
        "cp_top_family": "buffers and inverters",
        "critical-path-slowest-cell": "clkdlybuf4s50_1",
        "rr_worst_depth": 4,
        "cp_max_fo": 1,
        "path_cells": "clkdlybuf4s50_1",
        "r2r-end": "clkstate",
        "cp_num_buf_inv": 1,
        "cp-end-kind": "output port",
        "r2r_slack_ns": 1.37,
    },
    "status": {
        "outcome": "completed",
    },
    "sta": {
        "finalHoldViolations": 0,
        "setup_tns_ns": 0,
        "slew_headroom_pct": 80.5,
        "whs_ns": 0.494,
        "slew_viol_final": 0,
        "finalClockPeriodUsage_pct": 55.8,
        "rsz0062_at_grt": "no",
        "final-setup-viol-count": 0,
        "worst_slew_pin_slew_ns": 0.292,
        "fin_crit_ns": 1.62,
        "fmax_mhz": 618,
        "fin_worst_skew_ns": 0.00379,
    },
    "floorplanning": {
        "initial_core_util_pct": 13.6,
        "core_area_um2": 3420,
        "die_width_um": 80,
        "die.size.y_um": 80,
        "ios": 2,
        "rows": 21,
        "die_area_um2": 6400,
    },
    "route": {
        "initialDrtViolationCount": 15,
        "n_antenna_cell": 0,
        "drc": 0,
        "drt-pass1-iter-count": 4,
        "finalWirelength_um": 693,
        "vias": 319,
        "detail-route-antenna-nets": 0,
        "vias_per_cell": 3.29,
        "wl_per_cell_um": 7.14,
    },
    "synthesis": {
        "ys_area_um2": 465,
        "synthDistinctLibCells": 19,
        "top_area_share_pct": 43.0,
        "ys.flops": 11,
        "ys_cells": 46,
        "syn-instance-count": 46,
        "yosys.stat.seqShare_pct": 49.5,
        "topCellsByArea": "dfxtp_1 (43%), xnor2_1 (7.5%), xor2_1 (7.5%)",
        "synth_area_per_cell_um2": 10.1,
        "largest_area_cell": "dfxtp_1",
        "netlist_area_um2": 465,
        "yosys_warnings": 1,
    },
    "place": {
        "dp.cells": 93,
        "place_congestion": 0.850,
        "post_dp_cell_area_um2": 533,
        "hpwlAfterDp_um": 512,
        "io_buffer_count": 1,
    },
    "power_and_ir_drop": {
        "power_uw": 252,
        "p_leak_uw": 0.000210,
        "ir_drop_uv": 92.9,
        "power_density_nw_per_um2": 451,
    },
    "grt": {
        "grt_pass1_wl_mm": 1.26,
        "antenna_found_initial": 0,
        "grt-ovfl-total": 0,
        "grt_pass1_vias": 287,
        "grt_max_degree": 7,
        "grt_usage_pct": 2.40,
    },
    "min_path": {
        "hold_path_startpoint": "count[8]",
        "hold_end": "count[8]",
        "hold_depth": 1,
        "hp-class": "reg -> reg",
    },
    "layout": {
        "stdcell_area_um2": 559,
        "lay_top_cells": "dfxtp_1 (10), nor2_1 (5), xnor2_1 (4), xor2_1 (4)",
        "syn_to_final_growth_pct": 20.2,
        "final_common_cell": "dfxtp_1",
        "stdcell_count": 97,
        "drive_gt1_share_pct": 11.8,
    },
    "run": {
        "cap_violations": 0,
        "warnings": 26,
    },
}
==> cells by family after synthesis <==
group	Yosys count	synth area share, %
AND/OR/NAND/NOR	21	25.5
flip-flops	11	49.5
XOR/XNOR	8	15.1
AND-OR/OR-AND	2	2.96
buffers and inverters	2	1.61
adder cells (fa/ha/maj)	2	5.38
==> power by group <==
| part | switching, uW | internal [uW] |
|---|---|---|
| Combinational | 0 | 0 |
| Sequential | 0 | 153 |
| Clock | 46.4 | 53.1 |
| Total | 46.4 | 206 |
==> cells in the mapped netlist <==
| library cell | n |
|---|---|
| and4_1 | 1 |
| edfxtp_1 | 1 |
| nand4_1 | 3 |
| dfxtp_1 | 10 |
| inv_1 | 2 |
| and3_1 | 1 |
| nand3_1 | 2 |
| or2_4 | 1 |
| nor4_1 | 1 |
| nand2_1 | 3 |
| ha_1 | 2 |
| nor2b_1 | 1 |
| o21ai_0 | 1 |
| nor2_1 | 5 |
| a21oi_2 | 1 |
| and2_1 | 2 |
| or4_4 | 1 |
| xor2_1 | 4 |
| xnor2_1 | 4 |
==> stage by stage <==
stage	setup WS, ns	utilization [%]
after floorplan	1.52	-
after global placement	1.42	15.6
after detailed placement	1.40	15.6
after CTS	1.26	16.4
after global routing	1.24	16.4
final	1.28	16.4
==> state kept, by name, indices dropped and copies added (netlist names) <==
signal    count
count        10
clkstate      1
==> worst max-delay path by stage <==
stage	startpoint	to	slack (ns)	depth (start not counted)
CTS	clkstate	clock600	1.26	1
global route	clkstate	clock600	1.24	1
finish	clkstate	clock600	1.28	1
==> layer usage <==
metal / share of wire [%] / routed length, um / GRT usage [%]
met1: 51 / 352 / 3.39
met2: 40 / 277 / 2.97
met3: 9.1 / 63 / 1.59
met4: 0 / 0 / 0.352
met5: 0 / 0 / 0
==> cell type report <==
| type | instances | area (um^2) |
|---|---|---|
| clock buffers | 4 | 26.3 |
| fillers | 389 | 2860 |
| inverters | 2 | 7.51 |
| multi-input cells | 33 | 228 |
| flip-flops and latches | 11 | 230 |
| well taps | 46 | 57.6 |
| repair buffers | 1 | 10.0 |
Power figures rest on the tool's default switching activity, not on a simulated workload.
