`design.v`:
```
module counter60(
input clock,
output wire clock60,
);
    reg [5:0]count = 6'd0;
    reg clkstate = 0;
    always @(posedge clock) begin
        case(count)
            6'd14:  begin
                        count <= 6'd0;
                        clkstate <= 1'b1;
                    end
            6'd0:  begin
                        count <= 6'd1;
                        clkstate <= 1'd0;
                   end
            default: begin 
                        count <= count + 1'd1;
                    end
        endcase
    end
    assign clock60 = clkstate; 
endmodule
```
`run.sh`:
```
#!/bin/bash
# OpenROAD 26Q1-2900-gdf79404cd8, Yosys 0.63+post, stock flow scripts
make -C /OpenROAD-flow-scripts/flow DESIGN_CONFIG=/design/flow/config.mk WORK_HOME=/design/flow/orfs finish
```
`config.mk`:
```
export PLATFORM = sky130hd
export DESIGN_NAME = counter60
export DESIGN_NICKNAME = counter60
export VERILOG_FILES = /design/flow/design.v
export SDC_FILE = /design/flow/constraint.sdc
export NUM_CORES = 4
export LEC_CHECK = 1
export CORE_AREA = 10 10 70 70
export DIE_AREA = 0 0 80 80
```
`constraint.sdc`:
```
current_design counter60

set clk_period 2.8
set clk_io_pct 0.2

create_clock -name clk0 -period $clk_period [get_ports {clock}]

set non_clock_inputs [all_inputs -no_clocks]
set_input_delay [expr $clk_period * $clk_io_pct] -clock clk0 $non_clock_inputs
set_output_delay [expr $clk_period * $clk_io_pct] -clock clk0 [all_outputs]
```
==> run_results.csv <==
group,metric,value,unit
worst_setup_path,start_kind,"flip-flop",
floorplanning,die_h,80,microns
power,p_leak,0.1641,nW
worst_setup_path,cp_max_fo,5,
route,drt_wl_total,504,microns
timing,finalSetupViolations,0,
logic_synthesis,synthCells,35,
cts,cts_sinks,7,
grt,track_usage,0.01931,
timing,worstMarginPinSlew,0.3768,ns
cts,clockBufferDepth,2,
worst_setup_path,reg2reg_slack,1.15,ns
cts,clock_latency,0.24,ns
floorplanning,fp_util,0.1051,
route,first_iter_violations,8,
grt,grt_pass1_wl,959,microns
timing,relSlewSlack,0.7452,
finish,drive_gt1_frac,0.1316,
route,ant_nets,0,
worst_setup_path,worst-r2r-cell-count,4,
cts,cts_max_level,1,
logic_synthesis,top_area_cell,"dfxtp_1",
floorplanning,die_area,6400,sq um
power,power.density,439.1,nW/um^2
worst_setup_path,critPathKind,"reg -> reg",
route,drtPass1Iterations,4,
worst_setup_path,crit_arrival,1.57,ns
placed_design,io_buffers,1,
cts,clkTransAtPathRegs,0.05,ns
timing,fin_tns_setup,0,ns
job,cap_violations,0,
timing,min_period,1.651,ns
logic_synthesis,ys.flops,7,
hold_path,min_path_type,"reg -> reg",
logic_synthesis,synth.top_cell.area_share,0.3345,
power,peakVddDrop,0.1287,mV
placed_design,dpl_cell_area,407.9,sq um
grt,antenna_found_initial,0,
cts,ctsResizeCount,0,
logic_synthesis,yosys_most_used_dff,"dfxtp_1",
cts,cts_buffers,3,
route,drcViolationCount,0,
timing,clock_skew,0.0008652,ns
floorplanning,core_area,3416,sq um
grt,overflow,0,
cts,cts_tree,"yes",
hold_path,hold_end,"count[5]",
worst_setup_path,r2r_start,"count[0]",
finish,syn_to_final_growth,20.91,%
timing,rsz0062_at_grt,"false",
finish,final_cell_area,434.2,sq um
cts,holdBufCountCts,0,
route,vias,228,
floorplanning,fp.dieW,80,microns
outcome,status,"finished, final reports clean",
logic_synthesis,synth_area,359.1,sq um
logic_synthesis,ys_cells,35,
placed_design,place_hpwl,391.8,microns
hold_path,min-delay-start,"count[5]",
timing,drv_slew,0,
logic_synthesis,edf_count,1,
placed_design,gp_congestion,0.7728,
worst_setup_path,required,2.72,ns
logic_synthesis,async_flop_share,0,
route,routed_via_density,2.714,
grt,grt_max_degree,9,
logic_synthesis,yosys-stat-area,359.1,sq um
floorplanning,num_rows,21,
cts,cts_setup_buffers,0,
logic_synthesis,syn_avg_cell_area,10.26,sq um
logic_synthesis,ys_seq_share,0.4181,
logic_synthesis,synth_cell_types,19,
timing,period_used_share,0.5896,
timing,fmax,0.6057,GHz
worst_setup_path,r2r_end,"clkstate",
floorplanning,boundaryPins,2,
timing,hold_violations,0,
hold_path,hold_depth,1,
grt,grt_pass1_vias,221,
logic_synthesis,synth_warnings,1,
job,warnings,27,
worst_setup_path,critPathCaptureType,"flip-flop",
cts,clock_tree.root_cell,"clkbuf_4",
route,num_antenna_cells,0,
logic_synthesis,topCellsByArea,"dfxtp_1 33%, ha_1 10%, edfxtp_1 8.4%",
route,routedWlPerCell,6.000,microns
-- cells in the mapped netlist, drive strengths merged, types with 2 or more instances --
| cell | count |
|---|---|
| dfxtp | 6 |
| nor2 | 4 |
| nand3 | 4 |
| buf | 2 |
| xnor2 | 2 |
| ha | 3 |
| inv | 2 |
| xor2 | 2 |
-- stage by stage --
step	hold slack, ns	utilization	power (mW)	setup slack (ns)	std cells
after floorplan	0.5096	-	0.1038	1.275	35
after global placement	0.5273	0.1194	0.1038	1.171	80
after detailed placement	0.5397	0.1194	0.1038	1.160	80
after CTS	0.5493	0.1271	0.1943	1.150	84
after global routing	0.5751	0.1271	0.2030	1.043	84
final	0.5469	0.1271	0.1906	1.149	84
-- kinds of logic (layout without fill, tap and decap cells) --
group / after synthesis / in the layout / synth area share
and+or+nand+nor: 14 / 14 / 0.2160
DFF: 7 / 7 / 0.4181
xor gates and xnor gates: 4 / 4 / 0.09758
buffers and inverters: 4 / 7 / 0.07318
adders and majority gates: 3 / 3 / 0.1045
AOI/OAI and AO/OA: 3 / 3 / 0.09059
-- worst max path at each step --
stage         startpoint        to  slack (ns)  cells past startpoint
global route    count[0]  clkstate        1.04                      4
finish          count[0]  clkstate        1.15                      4
CTS             count[0]  clkstate        1.15                      4
-- report_power, final --
part	total, mW	leakage [nW]	internal (mW)	switching (mW)
Clock	0.0889	0.0150	0.0542	0.0347
Sequential	0.102	0.0599	0.102	0
Combinational	0.0000000892	0.0892	0	0
-- final cells by class --
| type | count | area (sq um) |
|---|---|---|
| clock buffer | 4 | 26.28 |
| timing repair buffer | 1 | 10.01 |
| inverter | 2 | 7.507 |
| tap | 46 | 57.56 |
| multi-input combinational | 24 | 182.7 |
| fill | 401 | 2982 |
| sequential | 7 | 150.1 |
-- worst max-delay path, stage by stage, from the launching register on --
cell      delay (ns)
dfxtp_1         0.32
inv_1           0.12
ha_1            0.18
or3b_4          0.39
a211oi_4        0.32
-- sequential cells by signal, indices dropped and copies added, names as in the netlist --
| signal | cells |
|---|---|
| count | 6 |
| clkstate | 1 |
-- layer usage --
metal  up-vias  track usage  share of wire
li1        120            -              -
met1       103      0.02291           0.48
met2         5      0.02488           0.38
met3         0      0.02045           0.14
met4         0            0              0
met5         -            0              0
-- layout by cell type (no fill, tap or decap), drive strengths merged --
master,instances
nand3,4
xor2,2
a21oi,1
clkbuf,4
inv,2
o31ai,1
and3,1
nor2b,1
xnor2,2
clkdlybuf4s50,1
nand2b,1
nor4b,1
ha,3
dfxtp,6
a211oi,1
nor2,4
nand2,1
or3b,1
edfxtp,1
Power and IR drop assume default switching activity.
